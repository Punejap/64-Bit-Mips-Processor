--- design.v ---
module register_file(
output [63:0] read_data_1, read_data_2,
input [63:0] write_reg_data,
input [4:0] read_1_addr, read_2_addr, write_addr,
input regWrite_en, clk, rst
);
reg [63:0] regArray [31:0];
assign read_data_1 = regArray[read_1_addr];
assign read_data_2 = regArray[read_2_addr];
always@(posedge clk) begin
    if(regWrite_en)begin
        regArray[write_addr]=write_reg_data;
    end
    if(rst==1) begin
        for(integer i=0; i<32; i=i+1) begin
            regArray[i] <= 64'b0;
        end
    end
    regArray[0] = 64'b0;
end
endmodule
--- constraint.sdc ---
current_design register_file

set clk_period 10.2
set clk_io_pct 0.2

create_clock -name clk0 -period $clk_period [get_ports {clk}]

set non_clock_inputs [all_inputs -no_clocks]
set_input_delay [expr $clk_period * $clk_io_pct] -clock clk0 $non_clock_inputs
set_output_delay [expr $clk_period * $clk_io_pct] -clock clk0 [all_outputs]
--- run.sh ---
#!/bin/bash
# OpenROAD 26Q1-2900-gdf79404cd8, Yosys 0.63+post, stock flow scripts
make -C /OpenROAD-flow-scripts/flow DESIGN_CONFIG=/design/flow/config.mk WORK_HOME=/design/flow/orfs finish
--- config.mk ---
export PLATFORM = sky130hd
export DESIGN_NAME = register_file
export DESIGN_NICKNAME = register_file
export VERILOG_FILES = /design/flow/design.v
export SDC_FILE = /design/flow/constraint.sdc
export NUM_CORES = 4
export LEC_CHECK = 1
export CORE_UTILIZATION = 30
==> run_results.csv <==
group,metric,value,unit
outcome,status,"finished, final reports clean",
layout,top_register,"regArray",
timing,hold_viol,0,
worst_hold_path,holdCritPathClass,"flop to flop",
pwr,total_power,17.3,mW
placement,post_dp_cell_area,0.106,mm^2
pwr,peakVddDrop,0.145,mV
worst_setup_path,critPathCaptureType,"output pin",
synth,synth.top_cell.area_share,39.7,%
clock_network,clock_sinks,1984,
run,warnings,44,
synth,ys_chip_area,0.100,mm^2
grt,antenna_found_initial,32,
worst_setup_path,critPathArrivalTime,5860,ps
pwr,p_int,12.8,mW
clock_network,cts_max_path_buffers,4,
routing,drtPass1Iterations,6,
worst_setup_path,crit_type,"input port to output pin",
routing,drc,0,
timing,maxSlewViolCount,0,
synth,top_area_cell,"dfxtp_1",
placement,gp_congestion,0.959,
routing,drtIter0Drc,8981,
die,die_h,579,um
clock_network,h-tree-depth,4,
clock_network,cts_resized,0,
grt,first_global_vias,89700,
clock_network,cts_setup_buffers,0,
grt,grt_pass1_wl,642,mm
timing,setup_viol,0,
pwr,power.share.sequential,45.3,%
synth,synth_cells,11500,
worst_setup_path,startpoint_type,"input port",
worst_setup_path,worstPathRequired,8160,ps
routing,ant_nets,0,
timing,tightest_slew,1270,ps
die,dieArea,0.336,mm^2
pwr,switching_power,4.50,mW
synth,synth.most_common_cell,"nand2_1",
timing,skew,0,ps
synth,ys_seq_share,39.7,%
timing,max_freq,0.127,GHz
placement,place_ws,2410,ps
synth,mappedNetlistArea,0.100,mm^2
synth,synthTopCellsByArea,"dfxtp_1, mux4_2, nand2_1",
pwr,switching_share,26.0,%
placement,place_hpwl,265,mm
layout,largest_reg_flops,1984,
placement,placement.io_buffers,209,
timing,grt_setup_unrepaired,"no",
layout,fin_area,0.113,mm^2
layout,final_util,34.1,%
timing,setup_tns,0,ps
grt,grt_max_degree,137,
synth,synth_cell_type_count,52,
synth,synth.top_cells.by_count,"nand2_1, a21oi_1, dfxtp_1, clkbuf_1, mux4_2",
die,initCoreUtil,30.2,%
timing,slew_headroom,14.5,%
run,drv_cap,0,
grt,gr-total-overflow,0,
clock_network,clock_latency,870,ps
synth,synth.avg_cell_area,8.67,um^2
pwr,clockPowerShare,45.9,%
clock_network,clk_pin_slew_worst_paths,60,ps
routing,dr_total_vias,91800,
die,io_pins,210,
clock_network,cts.root.buffer_cell,"clkbuf_16",
clock_network,tritoncts,"yes",
routing,vias_per_cell,5.88,
die,coreArea,0.331,mm^2
grt,grtUsageTotal,27.4,%
layout,syn_to_final_growth,13.0,%
routing,wirelength,451,mm
layout,largestRegisters,"regArray x1984",
synth,edf_count,0,
clock_network,holdBufCountCts,0,
synth,ys_ff,1984,
timing,fin_crit_sh,77.4,%
timing,fin_crit,7900,ps
synth,ys_cells,11500,
layout,n_fill_cell,33400,
pwr,p_leak,35.9,nW
worst_setup_path,crit_fanout,56,
die,rows,211,
die,dieWidth,579,um
timing,fin_ws,2300,ps
synth,yosys_warnings,1,
synth,async_reset_ff_share,0,%
synth,synth-main-ff-cell,"dfxtp_1",
clock_network,cts-buffers-inserted,205,
pwr,powerDensity,153,mW/mm^2
layout,drive_gt1_share,15.5,%
routing,wl_per_cell,28.9,um
pwr,comb_power_share,8.8,%
## through the flow
| stage | hold WS [ps] | instances |
|---|---|---|
| floorplan | 442 | 11500 |
| global placement | 449 | 15300 |
| global route | 479 | 15600 |
| detailed placement | 457 | 15300 |
| CTS | 465 | 15600 |
| finish | 463 | 15600 |
## critical path: stages
cell and delay [ps]:
buf_8 400, buf_4 500, nand2_4 400, buf_4 410, o221ai_1 260, a21oi_1 110
o31ai_2 850, buf_4 240, clkdlybuf4s50_1 460
## layer usage
metal	up-vias	GRT usage [%]	wire, um
li1	39400	-	-
met1	44500	31.5	152000
met2	6181	39.5	193000
met3	1691	15.4	69900
met4	46	17.2	36100
met5	-	1.04	838
## cell usage in the layout (no fill, tap or decap), types with 22 or more instances in the layout
cell type and n:
nand2_1 4145, a21oi_1 2073, dfxtp_1 1984, mux4_2 842, buf_4 334, mux2i_1 228
clkbuf_16 207, clkdlybuf4s50_1 199, mux2_2 125, a22o_1 114, a22oi_1 106, o221ai_1 77
nor2_1 58, nand3_1 47, o21ai_1 46, clkbuf_8 44, o31ai_1 42, nor2b_1 37
a211oi_1 37, clkinv_2 35, a221oi_1 35, clkbuf_1 35, nand2_4 33, o21bai_1 33
a31o_1 33, nor2_4 32, a221o_1 29, buf_12 23, o22ai_1 22
## layout make-up
cell class	count	area [um^2]	area share, %
Sequential cell	1984	39700	35.1
Inverter	6	43.8	0.0388
Tap cell	4366	5460	4.83
Clock inverter	70	937	0.829
Timing Repair Buffer	565	5100	4.51
Antenna cell	18	45.0	0.0399
Multi-Input combinational cell	8337	55800	49.4
Clock buffer	286	5920	5.24
## final timing paths
kind	startpoint	endpoint	slack [ps]	cells after the start
worst min-delay path	regArray[15][48]	regArray[15][48]	460	2
worst min register to register	regArray[15][48]	regArray[15][48]	460	2
worst max-delay path	read_2_addr[1]	read_data_2[21]	2300	9
worst max register to register	regArray[16][42]	regArray[16][42]	9480	2
## power groups by stage
stage | Sequential [mW] | Combinational (mW) | Clock, mW
4_1_cts | 7.84 | 1.47 | 7.96
5_1_grt | 7.85 | 1.55 | 8.24
6_report | 7.85 | 1.52 | 7.93
## cell families after synthesis
kind of cell,Yosys count,share of synthesized area (%)
AND/OR/NAND/NOR,4407,16.9
flip-flops,1984,39.7
AND-OR/OR-AND,2717,15.5
multiplexers,1213,22.9
buffers and inverters,1212,5.05
Power figures rest on the tool's default switching activity, not on a simulated workload.
