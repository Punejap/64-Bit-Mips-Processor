==> design.v <==
module datamem(
    output reg[63:0] read_data,
    input [63:0] address,
    input [127:0] write_data_word,
    input memWrite_en, memRead_en, en
);
reg[63:0] write_data_1, write_data_2;
reg [63:0] data [255:0];
always@(posedge en) begin
    write_data_1 = write_data_word[63:0];
    write_data_2 = write_data_word[127:64];
    if(memRead_en==1)begin
        read_data = data[address];
    end 
    if(memWrite_en) begin
        data[address] = write_data_1;
        data[(address+1)] = write_data_2;
    end
end
endmodule
==> run.sh <==
#!/bin/bash
# OpenROAD 26Q1-2900-gdf79404cd8, Yosys 0.63+post, stock flow scripts
make -C /OpenROAD-flow-scripts/flow DESIGN_CONFIG=/design/flow/config.mk WORK_HOME=/design/flow/orfs finish
==> config.mk <==
export PLATFORM = sky130hd
export DESIGN_NAME = datamem
export DESIGN_NICKNAME = datamem
export VERILOG_FILES = /design/flow/design.v
export SDC_FILE = /design/flow/constraint.sdc
export NUM_CORES = 4
export LEC_CHECK = 1
export CORE_UTILIZATION = 40
export SYNTH_MEMORY_MAX_BITS = 65536
==> constraint.sdc <==
current_design datamem

set clk_period 300.2
set clk_io_pct 0.2

create_clock -name clk0 -period $clk_period [get_ports {en}]

set non_clock_inputs [all_inputs -no_clocks]
set_input_delay [expr $clk_period * $clk_io_pct] -clock clk0 $non_clock_inputs
set_output_delay [expr $clk_period * $clk_io_pct] -clock clk0 [all_outputs]
==> results_slide.txt <==
Run Summary

Status
  – Outcome: finished, violations left
  – Failing checks: capacitance limit, slew limit

Synthesis
  – Cell taking the most area after synthesis: edfxtp_1
  – Distinct lib cells: 42
  – Count leader, synth: edfxtp_1
  – Avg Inst Size Synth: approximately 17 µm²
  – Area leader share: 0.5979
  – EDFF count, synth: 16.45k
  – Top_reg_cell synth: edfxtp_1
  – Synth warn: 1
  – Synthesized flop and latch total: between 15k and 20k
  – Post-Syn Instances: about 48k
  – Chip Area, Yosys: 826100 µm²
  – Yosys Instances: between 40k and 50k
  – FFs w/ async S/R, synth: 0
  – Top post-synthesis cells by area: edfxtp_1 (60%), mux2_2 (22%), mux4_2 (11%)
  – Seq share, synth: 0.5979
  – Synth top cells by count: edfxtp_1 (16.45k), mux2_2 (16.10k), clkbuf_1 (4731)
  – Mapped Area: ~830000 µm²

Cells and area
  – Layout area overhead: 11.73%
  – MI comb area: ~310000 µm²
  – Fillcell total: about 170k
  – Share of layout cells above drive strength 1: 0.5636
  – Final instance area: approximately 900000 µm²
  – Finished Layout Cells: between 70k and 80k
  – Flop area: approximately 490000 µm²

Floorplan
  – Die Ht: around 1400 µm
  – Chip area: approximately 2100000 µm²
  – FP Util: 0.4012
  – Row count: 527
  – I/O pin cnt: between 200 and 300
  – Core Footprint: around 2000000 µm²
  – Die W: between 1000 and 1500 µm

Setup path
  – Critical path cell sequence: buf_16 -> buf_4 -> buf_4 -> buf_4 -> buf_4 -> buf_4 -> buf_4 -> buf_4 -> buf_4 -> buf_4 -> mux4_2 -> a22oi_1 -> a21oi_2 -> buf_4 -> o41ai_2 -> nand4_1
  – Worst-case reg-to-reg path depth: 8
  – Top cell by count, worst path: buf_4
  – Reg2reg start: data[63][59]
  – Crit Path Class: in -> reg
  – R2r setup slk: between 200000 and 300000 ps
  – Reg-to-Reg End: read_data[59]
  – Critical path capture point type: flip-flop
  – Slowest stage cell, crit path: nand4_1
  – WP data required: approximately 300000 ps
  – Arr. time, crit path: about 69000 ps
  – Max incr delay on CP: between 1000 and 1500 ps
  – CP Max Fanout: roughly 56
  – Startpoint types: input pin

Pwr
  – Power per standard cell area: 5.558 nW/µm²
  – Clock network power share: 0.415
  – Sequential share of power: 0.496
  – Comb pwr share: 0.090
  – Power, Total: between 5 and 6 mW
  – P_sw: approximately 1.2 mW
  – Sw frac: 0.2406
  – Leakage dissipation: roughly 300 nW
  – Internal Power: slightly below 4 mW
  – Worst VDD drop: between 5 and 6 µV

Clocking
  – Clk buf depth: 6
  – Worst skew pair latency: about 1500 ps
  – Clock slew at reported path FFs: 70 ps
  – CTS tree: built
  – Total CTS buffers: about 1.8k
  – Cts hold-fix bufs: 0
  – Root Driver: clkbuf_16
  – H-Tree Level Count: 7
  – PostCTS Resize Cnt: 0
  – Clk sink count: between 15k and 20k
  – Setup repair bufs after CTS: 0

Final timing
  – Final setup viols: 0
  – Final Hold Vio Count: 0
  – Slew Viols, Final: 1
  – Tightest Pin Transition: 1487 ps
  – Final worst slack: about 230000 ps
  – Setup_tns: 0 ps
  – Slew margin rel.: -0.002072
  – Period utilisation layout: 0.2268
  – Fin crit period: between 60000 and 70000 ps
  – Clock Skews: about 130 ps
  – FMAX: 0.01469 GHz
  – RSZ-0062 raised after global routing: no

Detailed routing
  – Via Count: 478.4k
  – Via density: 6.321
  – DRT Pass-1 Iters: 8
  – Drt wl/cell: between 40 and 50 µm
  – Drt first-iter violations: between 30k and 40k
  – Routed Wire Length: roughly 3300000 µm
  – Number of remaining DRC errors: 0
  – Antenna-violating nets left: 0

Flow run
  – # Max-Cap Violations: 1
  – OpenROAD warning count: 84

Hold path
  – HP Class: reg -> reg
  – Hold endpoint: read_data[23]
  – Hold path depth: 5
  – Hold_sp: data[250][23]

Global route
  – First-pass GRT wire length: around 4400000 µm
  – Vias in the first global route: between 500k and 600k
  – Global Route Usage Sum: 0.3385
  – Initial antenna violation count: between 200 and 300
  – Grt total ovfl: 0
  – Pin count of the biggest net entering global routing: between 80 and 90

Placement
  – Final Wtd Congestion: 0.9724
  – Placed cell area: slightly below 900000 µm²
  – Dpl cells: a little over 70k
  – DP Worst Slack: 231120 ps
  – IO Port Bufs: about 200
  – Hpwl dp: 2039000 µm
## layout by cell type, fill, tap and decap left out, types with 435 or more instances in the layout
cell	Yosys	final
edfxtp_1	16450	16450
mux2_2	16100	16100
mux4_2	4096	4096
buf_4	280	3074
a22oi_1	2048	2048
clkbuf_16	0	1820
a21oi_1	1055	858
diode_2	0	657
clkinv_1	0	491
clkbuf_1	4731	435
## cell families after synthesis
kind of cell / Yosys count / share of synthesized area
mux: 20480 / 0.3350
flops: 16450 / 0.5979
buf+inv: 6909 / 0.03515
compound gates: 3528 / 0.02880
simple gates: 482 / 0.003176
xor+xnor: 2 / 0.00002121
## metrics by stage
stage / hold slack (ps) / utilization
finish: 1162 / 0.4483
global placement: 1125 / 0.4209
global route: 1210 / 0.4480
detailed placement: 1132 / 0.4209
CTS: 1132 / 0.4475
floorplan: 895.6 / -
## state kept, by name, summed over array words and instances, names as in the netlist
name / flops
data: 16384
read_data: 64
## critical path, delay by kind of cell
family,cells,cell delay (ps)
compound gates,3,1160
buf+inv,11,5730
mux,1,390
simple gates,1,1120
## power groups by stage
stage / Sequential (mW) / Combinational, mW / Clock, mW
final: 2.54 / 0.459 / 2.13
after global routing: 2.54 / 0.473 / 2.22
after CTS: 2.54 / 0.445 / 2.14
## routing by layer
layer  global-route usage  up-vias  share of wire
met5               0.1475        -          0.010
met1               0.3304   242000           0.28
met2               0.4384    38800           0.41
met4               0.1971      527          0.077
met3               0.3277     7386           0.22
li1                     -   189700              -
## how the worst max path moves through the flow
stage	cells past startpoint	slack, ps	startpoint	endpoint
5_1_grt	18	232280	address[1]	read_data[16]
6_report	16	232110	address[1]	read_data[47]
4_1_cts	16	232650	address[1]	read_data[47]
## layout make-up
| type | instances | area share |
|---|---|---|
| diodes | 657 | 0.001781 |
| clock buffers | 2255 | 0.05111 |
| clock inverters | 978 | 0.008192 |
| multi-input cells | 24490 | 0.3369 |
| flip-flops and latches | 16450 | 0.5351 |
| well taps | 27510 | 0.03729 |
| repair buffers | 3355 | 0.02963 |
No activity file was given, so power comes from the tool's default toggle rates.
