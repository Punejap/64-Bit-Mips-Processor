$ cat flow/config.mk
export PLATFORM = sky130hd
export DESIGN_NAME = two_one_mux
export DESIGN_NICKNAME = two_one_mux
export VERILOG_FILES = /design/flow/design.v
export SDC_FILE = /design/flow/constraint.sdc
export NUM_CORES = 4
export LEC_CHECK = 1
export CORE_AREA = 10 10 83 83
export DIE_AREA = 0 0 93 93
$ cat flow/constraint.sdc
current_design two_one_mux

set clk_period 1.0
set clk_io_pct 0.2

create_clock -name clk0 -period $clk_period

set non_clock_inputs [all_inputs -no_clocks]
set_input_delay [expr $clk_period * $clk_io_pct] -clock clk0 $non_clock_inputs
set_output_delay [expr $clk_period * $clk_io_pct] -clock clk0 [all_outputs]
$ cat flow/design.v
module two_one_mux(
    output wire [63:0] data_out,
    input wire [63:0] in_0, in_1,
    input wire en
    );
assign data_out = (en==1) ? in_1 : in_0;
endmodule
$ cat flow/run.sh
#!/bin/bash
# OpenROAD 26Q1-2900-gdf79404cd8, Yosys 0.63+post, stock flow scripts
make -C /OpenROAD-flow-scripts/flow DESIGN_CONFIG=/design/flow/config.mk WORK_HOME=/design/flow/orfs finish
==> impl_metrics.env <==
# source this file to load flow results
export IMPL_antenna_found_initial=0
export IMPL_max_freq_ghz=0.8331
export IMPL_yosys_stat_seqShare_pct=0
export IMPL_synth_cells=71
export IMPL_timing_final_ws_setup_ns=-0.2004
export IMPL_failed_checks="setup timing"
export IMPL_crit_share_post_route_pct=120.0
export IMPL_synth_area_um2=1077
export IMPL_grt_first_pass_wirelength_um=9584
export IMPL_filler_cell_count=473
export IMPL_via_per_inst=3.912
export IMPL_slew_limit_headroom_pct=92.26
export IMPL_rsz0062_at_grt="true"
export IMPL_totalWireLength_um=6731
export IMPL_synth_warning_count=0
export IMPL_maximum_number_of_pins_on_one_net_before_global_route_repair=15
export IMPL_dp_cells=330
export IMPL_fin_setup_tns_ns=-9.800
export IMPL_outcome="finished with violations"
export IMPL_yosys_top_cells_area="sky130_fd_sc_hd__mux2_4, sky130_fd_sc_hd__buf_12, sky130_fd_sc_hd__mux2_2, sky130_fd_sc_hd__buf_6"
export IMPL_final_hold_violation_count=0
export IMPL_hpwl_um=5991
export IMPL_total_number_of_warnings_across_the_stage_logs=35
export IMPL_synth_top_area_share_pct=83.62
export IMPL_crit_slowest_cell="sky130_fd_sc_hd__mux2_4"
export IMPL_dr_iter_0_viols=4
export IMPL_gr_total_overflow=0
export IMPL_coreArea_um2=5140
export IMPL_clkPwrFrac_pct=0
export IMPL_power_switching_share_pct=22.22
export IMPL_route_antenna_remaining_nets=0
export IMPL_cell_internal_pwr_mw=1.002
export IMPL_gp_routability_congestion=0.7924
export IMPL_initial_core_util_pct=20.96
export IMPL_cp_required_ns=0.80
export IMPL_post_route_drc_violation_count=0
export IMPL_detail_route_antenna_diodes=0
export IMPL_layout_min_cycle_time_ns=1.200
export IMPL_post_synth_num_cell_types=4
export IMPL_mi_logic_area_um2=953.4
export IMPL_hp_class="in2out"
export IMPL_vias=1338
export IMPL_timing_hold_ws_ns=0.6948
export IMPL_final_core_utilization_pct=60.83
export IMPL_yosys_cell_count_top_type="sky130_fd_sc_hd__mux2_4"
export IMPL_crit_fanout=6
export IMPL_chip_area_um2=8649
export IMPL_critPathLaunchType="input pin"
export IMPL_io_buffers=193
export IMPL_clockBufferCount=0
export IMPL_yosys_reported_design_area_after_synthesis_um2=1077
export IMPL_number_of_global_route_vias_before_repair=1500
export IMPL_wire_per_inst_um=19.68
export IMPL_seq_power_share_pct=0
export IMPL_common_cells="sky130_fd_sc_hd__mux2_4, sky130_fd_sc_hd__buf_12, sky130_fd_sc_hd__mux2_2, sky130_fd_sc_hd__buf_6"
export IMPL_power_frac_comb_pct=100.0
export IMPL_report_final_setup_viol=64
export IMPL_numSequentialCells=0
export IMPL_synthDominantAreaCellType="sky130_fd_sc_hd__mux2_4"
export IMPL_timing_max_cap_violations=0
export IMPL_total_power_mw=1.288
export IMPL_net_switching_power_mw=0.2863
export IMPL_gr_usage_all_layers_pct=14.36
export IMPL_std_cell_rows=26
export IMPL_design_portCount=193
export IMPL_sequential_standard_cell_area_um2=0
export IMPL_ordered_cell_list_for_the_critical_path="buf_12, bufbuf_16, mux2_4, buf_2"
export IMPL_worst_pin_slew_ns=0.1161
export IMPL_drive_above_1_share_pct=52.94
export IMPL_die_height_um=93
export IMPL_cp_data_arrival_time_ns=1.00
export IMPL_power_leakage_nw=1.668
export IMPL_areaGrowthSynthToFinish_pct=190.2
export IMPL_setup_worst_path_class="in2out"
export IMPL_drt_pass1_iterations=3
export IMPL_p_per_area_nw_per_um2=412.1
export IMPL_cells_yosys=71
export IMPL_die_w_um=93
export IMPL_final_max_slew_violation_count=0
export IMPL_layout_cells_non_filler=342
export IMPL_biggest_cell_delay_along_the_critical_path_ns=0.28
export IMPL_syn_area_per_cell_um2=15.17
export IMPL_critical_path_endpoint_type="output port"
export IMPL_max_rail_drop_vdd_mv=0.1998
==> placed cells by master (no fill, tap or decap), drive strengths merged <==
| cell | n |
|---|---|
| dlygate4sd2 | 73 |
| dlymetal6s2s | 7 |
| clkdlybuf4s50 | 48 |
| bufbuf | 1 |
| mux2 | 64 |
| buf | 79 |
==> final cells by class <==
type	count	share of cell area (%)
well taps	70	2.801
multi-input cells	64	30.49
repair buffers	208	66.71
==> final timing paths <==
path,from,to,cells after the start
hold / removal,in_0[63],data_out[63],3
setup / recovery,en,data_out[30],4
==> timing repair <==
| action | CTS | global route |
|---|---|---|
| pin swaps | 0 | 0 |
| gates cloned | 3 | 0 |
| endpoints found under the setup margin | 64 | 64 |
| hold buffers | 0 | 0 |
| setup buffers | 8 | 1 |
| resized | 322 | 20 |
==> stage by stage <==
stage	cell area [µm²]	setup slack (ns)
2_1_floorplan	1077	0.002550
3_3_place_gp	3010	-0.5359
3_5_place_dp	3010	-0.5325
4_1_cts	3028	-0.2042
5_1_grt	3127	-0.2204
6_report	3127	-0.2004
==> worst max-delay path, delay by kind of cell <==
family | cells | cell delay, ns
muxes | 1 | 0.28
buffers and inverters | 3 | 0.52
==> logic make-up (layout without fill, tap and decap cells) <==
logic type | after synthesis | in the layout | share of synthesized area [%]
mux | 64 | 64 | 87.80
buf+inv | 7 | 208 | 12.20
==> power by group through the flow <==
stage	combinational (mW)	clock, mW	sequential, mW
6_report	1.29	0	0
5_1_grt	1.37	0	0
4_1_cts	1.27	0	0
==> per-layer routing <==
layer  track usage [%]  share of wire, %
met1             12.95                30
met4                 0                 0
met3             5.897               9.9
met2             30.14                60
met5                 0                 0
No activity file was given, so power comes from the tool's default toggle rates.
